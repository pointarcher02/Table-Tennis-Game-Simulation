[flow/design.v]
`timescale 1ns / 1ps
module freq_divider(clk_in , clk , difficultyButton1 , difficultyButton2);
input clk_in;
output reg clk;
input difficultyButton1 , difficultyButton2;
reg [26:0] counterA= 0;
reg [27:0] counterB= 0;
reg [28:0] counterC= 0;
reg [29:0] counterD= 0;
always @(posedge clk_in)
begin
    counterA = counterA + 26'd1;
    counterB = counterB + 27'd1;
    counterC = counterC + 28'd1;
    counterD = counterD + 29'd1;
    if(!difficultyButton1 & !difficultyButton2)
        begin
        clk = counterA[26];
        end
    else if(!difficultyButton1 & difficultyButton2)
        begin
        clk = counterB[27];
        end
    else if(difficultyButton1 & !difficultyButton2)
        begin
        clk = counterC[28];
        end
    else if(difficultyButton1 & difficultyButton2)
        begin
        clk = counterD[29];
        end
end
endmodule
[flow/run.sh]
#!/bin/bash
# OpenROAD 26Q1-2900-gdf79404cd8, Yosys 0.63+post, stock flow scripts
make -C /OpenROAD-flow-scripts/flow DESIGN_CONFIG=/design/flow/config.mk WORK_HOME=/design/flow/orfs finish
[flow/config.mk]
export PLATFORM = sky130hd
export DESIGN_NAME = freq_divider
export DESIGN_NICKNAME = freq_divider
export VERILOG_FILES = /design/flow/design.v
export SDC_FILE = /design/flow/constraint.sdc
export NUM_CORES = 4
export LEC_CHECK = 1
export CORE_UTILIZATION = 30
[flow/constraint.sdc]
current_design freq_divider

set clk_period 8.7
set clk_io_pct 0.2

create_clock -name clk0 -period $clk_period [get_ports {clk_in}]

set non_clock_inputs [all_inputs -no_clocks]
set_input_delay [expr $clk_period * $clk_io_pct] -clock clk0 $non_clock_inputs
set_output_delay [expr $clk_period * $clk_io_pct] -clock clk0 [all_outputs]
==> results.rst <==
Run summary
-----------

.. list-table::
   :header-rows: 1

   * - Metric
     - Value
   * - Worst hold endpoint
     - counterC[0]
   * - Post-Route Setup TNS
     - 0 ns
   * - Die area
     - 0.0156 mm²
   * - Req. time, crit path
     - 6.96 ns
   * - Area fraction of the dominant cell type after synthesis
     - 50.4%
   * - Maximum number of pins on one net before global-route repair
     - 17
   * - Most Used Layer, Global Route
     - met1
   * - Met3 track demand over resource in global routing
     - 2.41%
   * - AND-OR/OR-AND share of the synthesized area
     - 0.636%
   * - Outcome
     - finished clean
   * - Register-to-register path setup slack
     - 6.68 ns
   * - Final setup vio count
     - 0
   * - Number of antenna violations at the first check in global routing
     - 0
   * - Top achievable clock speed
     - 331 MHz
   * - Adder and majority gate portion of the synthesized area
     - 1.11%
   * - Count of warning messages emitted by the tools
     - 25
   * - HPWL after detailed placement
     - 4550 µm
   * - Beginning of the critical path
     - clk
   * - Cell area leaders
     - dfxtp_1 50%, xnor2_1 14%, xor2_1 5.4%, nand3_1 5.0%, nand4_1 3.6%
   * - Max-capacitance violation count
     - 0
   * - Chain of cells forming the critical path
     - clkdlybuf4s50_1
   * - Post-CTS setup buffer count
     - 0
   * - Initial Util
     - 30.9%
   * - Register-to-Register Path Depth
     - 6
   * - Initial DRC count
     - 76
   * - Post-synthesis cell type count
     - 37
   * - Proportion of layout cells with a drive suffix above 1
     - 9.41%
   * - Chip width
     - 125 µm
   * - Clock tree root driver cell
     - clkbuf_16
   * - Routability congestion estimate from global placement
     - 0.736
   * - Flops & latches, synth
     - 115
   * - Number of instances in the synthesized netlist
     - 426
   * - Ant. Diodes
     - 0
   * - Tot GR Track Use
     - 9.73%
   * - Number of buffer and inverter stages on the critical path
     - 1
   * - Crit path time final
     - 3.02 ns
   * - GR met1 Demand/Resource
     - 15.0%
   * - Non-filler instance count after layout
     - 641
   * - Inst Count DP
     - 611
   * - Area fraction in mux cells
     - 0%
   * - Number of buffers on the longest clock path
     - 2
   * - Post-detailed-routing wire length
     - 6820 µm
   * - 1st-pass router iterations
     - 4
   * - Filler Cell Count
     - 1416
   * - Placed cell areas
     - 0.00478 mm²
   * - TritonCTS clock tree
     - yes
   * - Final period util
     - 34.8%
   * - Slew at the pin closest to its max-slew limit
     - 0.714 ns
   * - Number of global-route vias before repair
     - 2920
   * - Layout-stage area growth over the synthesis result
     - 17.2%
   * - Total number of yosys warnings
     - 1
   * - Power consumption
     - 1.15 mW
   * - Post-CTS sizing
     - 0
   * - Startpoint of the lowest-slack register-to-register path
     - counterA[0]
   * - Maximum clock skew at final layout
     - 0.00654 ns
   * - Unrepaired setup endpoints after global routing
     - false
   * - Total CTS buffers
     - 17
   * - Pwr/cell area
     - 216 mW/mm²
   * - Tightest Hold Check Type
     - flip-flop to flip-flop
   * - Placeable core area
     - 0.0146 mm²
   * - Mapped Area
     - 0.00453 mm²
   * - Relative slew margins
     - 52.1%
   * - Simple logic cell fraction of the synthesized area
     - 26.1%
   * - CP Capture Type
     - output port
   * - Detailed-route via count
     - 2886
   * - Area occupied by multi-input gates
     - 0.00217 mm²
   * - Type of element launching the critical path
     - flip-flop
   * - Main combinational cell family by area after synthesis
     - simple AND/OR/NAND/NOR gates
   * - Average instance area after synthesis
     - 10.6 µm²
   * - Number of vias per cell after detailed routing
     - 4.50
   * - Worst path top cell family by delay
     - buffers and inverters
   * - XOR Share, Synth
     - 19.9%
   * - Number of buffers added on ports
     - 3
   * - Final std cell area, no fill
     - 0.00531 mm²
   * - Depth of the CTS H-tree
     - 4
   * - Hold-fix buffer count after cts
     - 0
   * - Worst Hold Launch
     - counterC[0]
   * - Slowest cell on the critical path
     - clkdlybuf4s50_1
   * - Cell count listed in synth_stat.txt
     - 426
   * - Routed length per placed instance
     - 10.6 µm
   * - Latency at later pin
     - 0.39 ns
   * - DRC violation count after routing
     - 0
   * - Number of cells on the worst hold path
     - 1
   * - Pins over their slew limit
     - 0
   * - Placement Rows
     - 44
   * - End of the worst register-to-register path
     - counterA[22]
   * - Startpoint-to-endpoint class of the critical path
     - flip-flop to output port
   * - Library cell with the largest summed area after synthesis
     - dfxtp_1
   * - Clk pin slew, worst setup/hold paths
     - 0.05 ns
   * - Footprint of the flip-flops and latches
     - 0.00231 mm²
   * - Register area share after synthesis
     - 51.1%
   * - Maximum fanout along the worst path
     - 1
   * - Met2 usage in global routing
     - 14.4%
   * - Final ANT Viol Nets
     - 0
   * - Max rail drop VDD
     - 0.123 mV
   * - Height of the die
     - 125 µm
   * - Delay contributed by the slowest stage of the critical path
     - 0.50 ns
   * - Lkg Pwr
     - 1.87 nW
   * - Arrival time worst endpoint
     - 1.28 ns
   * - Total grt overflow
     - 0
   * - Number of clock sinks
     - 115
   * - Yosys stat chip area
     - 0.00453 mm²
   * - Worst hold slack across all endpoints
     - 0.397 ns
   * - Wire length of the first global-routing pass
     - 12700 µm
   * - Hold Fails Final Rpt
     - 0
   * - Number of primary I/O pins
     - 4
flip-flops by register name, indices dropped and copies added (netlist names):
| name | cells |
|---|---|
| counterD | 30 |
| counterC | 29 |
| counterB | 28 |
| counterA | 27 |
| clk | 1 |
routing by layer:
layer	vias to the layer above	wire length, µm
li1	1526	-
met1	1329	3700
met2	27	2850
met3	4	189
met4	0	71
met5	-	0
cells by family (layout without fill, tap and decap cells):
logic type                 after synthesis  count (layout)
adders and majority gates                4               4
DFF                                    115             115
and+or+nand+nor                        187             187
other                                    1               1
xor gates and xnor gates               102             102
buffers and inverters                   13              44
AOI/OAI and AO/OA                        4               4
report_power, final:
group / switching, mW / internal [mW] / leakage [nW] / total [mW]
registers: 0.000360 / 0.529 / 0.928 / 0.529
clock network: 0.215 / 0.401 / 0.260 / 0.616
logic: 0.000754 / 0.00175 / 0.685 / 0.00250
Yosys cell counts (all sizes together):
master / instances
a21boi: 1
a31oi: 2
and2: 2
and3: 11
and4: 14
and4b: 1
and4bb: 1
buf: 1
clkbuf: 1
conb: 1
dfxtp: 114
edfxtp: 1
ha: 4
inv: 11
nand2: 32
nand2b: 1
nand3: 45
nand3b: 1
nand4: 31
nor2: 22
nor3: 10
nor4: 10
nor4bb: 1
o31a: 1
or2: 1
or2b: 2
or3: 2
xnor2: 73
xor2: 29
final cells by class:
| class | instances | share of cell area (%) |
|---|---|---|
| Clock buffer | 24 | 8.89 |
| Sequential cell | 115 | 43.6 |
| Timing Repair Buffer | 3 | 0.566 |
| Multi-Input combinational cell | 298 | 40.8 |
| Inverter | 11 | 0.778 |
| Tap cell | 184 | 4.34 |
| Clock inverter | 6 | 1.08 |
cell usage in the layout, fill, tap and decap left out, types with 11 or more instances in the layout:
cell and instances:
clkbuf_16 17, nand2_1 32, and3_1 11, xnor2_1 73, nand4_1 26, nand3_1 45
inv_1 11, and4_1 13, nor2_1 22, dfxtp_1 114, xor2_1 28
per-stage QoR:
stage,utilization [%],setup slack (ns)
2_1_floorplan,-,6.31
3_3_place_gp,32.6,5.79
3_5_place_dp,32.6,5.79
4_1_cts,36.3,5.65
5_1_grt,36.3,5.62
6_report,36.3,5.68
worst max path at each step:
stage,to,slack (ns),cells past startpoint
4_1_cts,clk,5.65,1
5_1_grt,clk,5.62,1
6_report,clk,5.68,1
Power figures rest on the tool's default switching activity, not on a simulated workload.
