==> flow/design.v <==
`timescale 1ns / 1ps
module showSevenSegment(in , inB, led , ledB);
input [3:0] in , inB;
output reg [6:0] led , ledB;
always @(in , inB)
begin
    case(in)
        0: led=7'b0000001;1: led=7'b1001111;2: led=7'b0010010;3: led=7'b0000110;
    4: led=7'b1001100;5: led=7'b0100100;6: led=7'b0100000;7: led=7'b0001111;
    8: led=7'b0000000;9: led=7'b0000100;
    10: led= 7'b0110001; 11: led = 7'b1110001;
        default: 
            led = 7'b0000000; 
     endcase
     case(inB)
        0: ledB=7'b0000001;1: ledB=7'b1001111;2: ledB=7'b0010010;3: ledB=7'b0000110;
    4: ledB=7'b1001100;5: ledB=7'b0100100;6: ledB=7'b0100000;7: ledB=7'b0001111;
    8: ledB=7'b0000000;9: ledB=7'b0000100;
    10: ledB= 7'b0110001; 11: ledB = 7'b1110001;
        default: 
            ledB = 7'b0000000; 
     endcase
end
endmodule
==> flow/run.sh <==
#!/bin/bash
# OpenROAD 26Q1-2900-gdf79404cd8, Yosys 0.63+post, stock flow scripts
make -C /OpenROAD-flow-scripts/flow DESIGN_CONFIG=/design/flow/config.mk WORK_HOME=/design/flow/orfs finish
==> flow/config.mk <==
export PLATFORM = sky130hd
export DESIGN_NAME = showSevenSegment
export DESIGN_NICKNAME = showSevenSegment
export VERILOG_FILES = /design/flow/design.v
export SDC_FILE = /design/flow/constraint.sdc
export NUM_CORES = 4
export LEC_CHECK = 1
export CORE_AREA = 10 10 70 70
export DIE_AREA = 0 0 80 80
==> flow/constraint.sdc <==
current_design showSevenSegment

set clk_period 1.4
set clk_io_pct 0.2

create_clock -name clk0 -period $clk_period

set non_clock_inputs [all_inputs -no_clocks]
set_input_delay [expr $clk_period * $clk_io_pct] -clock clk0 $non_clock_inputs
set_output_delay [expr $clk_period * $clk_io_pct] -clock clk0 [all_outputs]
==> job_summary.md <==
### Yosys + OpenROAD results

| Metric | Value |
|---|---|
| Worst path cell trace | `buf_12, inv_4, buf_4, ha_2, o21ai_2, nor2_1, dlygate4sd2_1` |
| Max cap viols | `0` |
| Leak | `between 0.4 and 0.5 nW` |
| # rows | `21` |
| P per Cell Area | `roughly 260 nW/um^2` |
| Vias | `between 500 and 600` |
| Yosys top cell area share | `0.352` |
| Final Setup Violations | `1` |
| VDD IR-drop max | `about 84 uV` |
| Fin area | `990 um^2` |
| Top cells by area | `ha_1 35%, mux2i_1 12%, o21ai_0 8.2%, nor2_1 7.9%, nand2_1 7.0%` |
| Drt total wl | `roughly 1600 um` |
| Area after DPL | `approximately 770 um^2` |
| Violated checks | `negative setup slack` |
| Avg Cell Area, Syn | `6.99 um^2` |
| # IOs | `22` |
| Startpoint types | `input pin` |
| Detailed Place HPWL | `1010 um` |
| Ant diodes | `0` |
| Most common cell in the netlist | `ha_1` |
| Final slew viol count | `0` |
| Max_slew headroom | `0.868` |
| Worst Slack Setup Final | `-0.000191 ns` |
| Mapped Area | `roughly 430 um^2` |
| Post-Syn Instances | `~61` |
| Setup crit end | `ledB[3]` |
| Tot Pwr | `between 200 and 300 uW` |
| Slowest stage cell on the critical path | `dlygate4sd2_1` |
| CP delay by family, top | `buffers and inverters` |
| Die outline width | `about 80 um` |
| Fmax | `714 MHz` |
| GRT Total Usage | `0.0513` |
| Yosys stat chip area | `roughly 430 um^2` |
| CP max FO | `5` |
| Drt via density | `roughly 3.8` |
| Distinct lib cells used | `17` |
| Status | `finished with violations` |
| Synth Seq Share | `0` |
| Drt drc | `0` |
| Routed wl met3 | `155 um` |
| Die area | `approximately 6400 um^2` |
| M1 WL | `719 um` |
| Layout cells sized above 1 | `0.630` |
| Fin. Hold Viols | `0` |
| CP Capture Type | `output port` |
| Largest net degree at the start of global routing | `7` |
| Vias in the first global route | `slightly above 600` |
| Post-synth top cells | `12 x ha_1, 9 x nor2_1, 8 x nand2_1, 7 x o21ai_0` |
| Fin crit period | `between 1 and 1.5 ns` |
| Period utilization | `1.00` |
| Starting density of the core | `0.125` |
| Flip-flops | `0` |
| Core area | `between 3000 and 4000 um^2` |
| CP startpoint | `inB[1]` |
| Critical path class | `in2out` |
| Die Y | `80 um` |
| DR top layer | `met3` |
| YS warnings | `1` |
| # fillers | `roughly 340` |
| Flop area | `0 um^2` |
| Clock Buffer Count | `0` |
| GP Congestion | `0.828` |
| First-pass GRT wire length | `approximately 2900 um` |
| IO buf count | `22` |
| CP bufs+invs | `4` |
| Area Overhead vs Synth | `132%` |
| Tightest Pin Transition | `0.197 ns` |
| Critical path depth | `7` |
| Max incr delay on CP | `0.23 ns` |
| Tool warnings | `44` |
| Drt pass-1 iters | `2` |
| Hold WC Path Type | `in2out` |
| Unrepaired setup endpoints after global routing | `yes` |
| DR WL met2 | `724 um` |
| Hold WS | `around 0.90 ns` |
| Largest area contributor in the netlist | `ha_1` |
| # Cells Yosys | `between 60 and 70` |
| Iteration-0 DRC Markers | `2` |
| Antenna-violating nets left | `0` |
| GR Overflow Total | `0` |
| WP data arrival | `~1.1 ns` |
| Routed len/inst | `about 11 um` |
| Initial antenna violation count | `0` |
| Hold Buf Count CTS | `0` |
| WP data required | `~1.1 ns` |
## cells by family after synthesis
family,after synthesis,synth area share
and+or+nand+nor,22,0.232
AOI/OAI and AO/OA,13,0.161
buffers and inverters,8,0.103
adders and majority gates,12,0.352
muxes,6,0.152
## cell usage in the layout, fill, tap and decap left out, drive strengths merged
cell type and count:
inv 4, dlygate4sd2 3, nand2b 2, clkdlybuf4s15 5, buf 32, nand2 8, a21oi 5, nor2 9
clkbuf 3, mux2i 5, ha 12, o21ai 8, nor2b 2, mux2 1, nand3b 1
## layout make-up
cell class                 count  area, um^2  area share
tap                           46        57.6      0.0582
timing repair buffer          43         375       0.379
inverter                       4        22.5      0.0228
multi-input combinational     53         534       0.540
## stage by stage
| step | std cells | TNS (ns) | setup slack [ns] | utilization |
|---|---|---|---|---|
| floorplan | 61 | 0 | 0.272 | - |
| global placement | 138 | -9.45 | -0.781 | 0.226 |
| detailed placement | 138 | -9.71 | -0.792 | 0.226 |
| CTS | 147 | -0.0347 | -0.0342 | 0.284 |
| global route | 146 | -0.0805 | -0.0394 | 0.290 |
| finish | 146 | -0.000191 | -0.000191 | 0.290 |
## report_power, final
group | internal [mW] | switching, mW | total (mW)
clock | 0 | 0 | 0
sequential | 0 | 0 | 0
combinational | 0.151 | 0.108 | 0.259
total | 0.151 | 0.108 | 0.259
## timing repair
action,4_1_cts,5_1_grt
buffers inserted,8,0
setup endpoints to repair,14,10
cloned,1,0
resized,108,16
pin swaps,17,11
## layer usage
metal / vias up / track usage
met5: - / 0
met1: 258 / 0.0633
met3: 0 / 0.0159
li1: 278 / -
met4: 0 / 0
met2: 16 / 0.0899
## worst min path at each step
stage	start	to	cells past startpoint
4_1_cts	inB[1]	ledB[0]	4
5_1_grt	in[3]	led[1]	3
6_report	in[3]	led[1]	3
## worst min-delay path: stages
cell and delay, ns:
clkbuf_2 0.11, nor2_1 0.05, clkdlybuf4s15_1 0.18
Power figures rest on the tool's default switching activity, not on a simulated workload.
