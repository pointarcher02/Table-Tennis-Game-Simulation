[flow/run.sh]
#!/bin/bash
# OpenROAD 26Q1-2900-gdf79404cd8, Yosys 0.63+post, stock flow scripts
make -C /OpenROAD-flow-scripts/flow DESIGN_CONFIG=/design/flow/config.mk WORK_HOME=/design/flow/orfs finish
[flow/config.mk]
export PLATFORM = sky130hd
export DESIGN_NAME = glow_led
export DESIGN_NICKNAME = glow_led
export VERILOG_FILES = /design/flow/design.v
export SDC_FILE = /design/flow/constraint.sdc
export NUM_CORES = 4
export LEC_CHECK = 1
export CORE_AREA = 10 10 70 70
export DIE_AREA = 0 0 80 80
[flow/constraint.sdc]
current_design glow_led

set clk_period 1.8
set clk_io_pct 0.2

create_clock -name clk0 -period $clk_period [get_ports {clk_one_sec}]

set non_clock_inputs [all_inputs -no_clocks]
set_input_delay [expr $clk_period * $clk_io_pct] -clock clk0 $non_clock_inputs
set_output_delay [expr $clk_period * $clk_io_pct] -clock clk0 [all_outputs]
[flow/design.v]
`timescale 1ns / 1ps
module glow_led(on , clk_one_sec , led , state , lostA , lostB);
input [2:0]state;
input clk_one_sec;
output reg [5:0]led;
input lostA , lostB;
input on;
always @(posedge clk_one_sec)
begin
    if(on)
        begin
        if(lostA)
        begin
            led = 6'b000000;
        end
        else if(lostB)
        begin
            led = 6'b111111;
        end
        else
            begin
            if(state == 0)
            begin
                led = 6'b000001;
            end
            else if(state == 1)
            begin
                led = 6'b000010;
            end
            else if(state == 2)
            begin
                led = 6'b000100;
            end
            else if(state == 3)
            begin
                led = 6'b001000;
            end
            else if(state == 4)
            begin
                led = 6'b010000;
            end
            else if(state == 5)
            begin
                led = 6'b100000;
            end
            end  
        end
    else
        begin
            led = 5'b10001;
        end
end
endmodule
==> flow_metrics.env <==
# implementation run metrics
export IMPL_path_clk_slew_ns=0.04
export IMPL_clock_sinks=6
export IMPL_via_per_inst=2.93
export IMPL_ctsRootBufferMaster="clkbuf_4"
export IMPL_ys_area_um2=279
export IMPL_status="finished, final reports clean"
export IMPL_fp_util_pct=8.17
export IMPL_die_y_um=80
export IMPL_largest_reg_flops=6
export IMPL_cp_arrival_ns=1.06
export IMPL_ys_sh_adder_pct=0
export IMPL_powerDensity_nw_per_um2=699
export IMPL_mux_area_share_pct=10.8
export IMPL_die_w_um=80
export IMPL_synth_cells=29
export IMPL_max_freq_mhz=703
export IMPL_layout_top_cell="clkdlybuf4s50_1"
export IMPL_start_kind="register"
export IMPL_drv_slew=0
export IMPL_io_buffers=12
export IMPL_avgRoutedWirePerCell_um=9.22
export IMPL_antenna_found_initial=0
export IMPL_post_cts_resized=0
export IMPL_synthesis_area_um2=279
export IMPL_rsz0062_at_grt="false"
export IMPL_fin_cells=89
export IMPL_cp_cell_sequence="clkdlybuf4s50_1"
export IMPL_final_antenna_net_count=0
export IMPL_dr_pass1_iters=4
export IMPL_antenna_cells=0
export IMPL_grtUsageTotal_pct=2.99
export IMPL_drc=0
export IMPL_worstHoldPathType="reg -> reg"
export IMPL_top_area_cell="dfxtp_1"
export IMPL_syn_area_per_cell_um2=9.62
export IMPL_simple_gate_share_pct=19.3
export IMPL_min_period_ns=1.42
export IMPL_synth_area_top_cells="dfxtp_1 43%, nand2b_1 11%, mux2_4 11%, buf_6 8.1%, a31oi_1 6.7%"
export IMPL_syn_to_final_growth_pct=66.4
export IMPL_cts_max_level=1
export IMPL_grt_pass1_vias=326
export IMPL_die_area_um2=6400
export IMPL_cts_tree="done"
export IMPL_grt_max_degree=9
export IMPL_crit_required_ns=1.44
export IMPL_grt_overflow=0
export IMPL_final_layout_top_logic_cells="12 x clkdlybuf4s50_1, 6 x dfxtp_1, 5 x nand2b_1"
export IMPL_postSynthSeqShare_pct=43.0
export IMPL_skew_ns=0
export IMPL_worstMarginPinSlew_ns=0.296
export IMPL_fp_coreArea_um2=3420
export IMPL_rows=21
export IMPL_final_setup_viol_count=0
export IMPL_crit_buf_inv=1
export IMPL_top_cell_area_share_pct=43.0
export IMPL_dp_hpwl_um=665
export IMPL_cp_top_family="buffers and inverters"
export IMPL_first_iter_violations=6
export IMPL_maxCapViolCount=0
export IMPL_crit_slowest_cell="clkdlybuf4s50_1"
export IMPL_yosys_stat_cells=29
export IMPL_synth_seq_cells=6
export IMPL_ys_types=11
export IMPL_drive_above_1_share_pct=14.0
export IMPL_power_total_uw=325
export IMPL_worstSkewPairLatency_ns=0.24
export IMPL_xor_share_pct=0
export IMPL_place_inst=86
export IMPL_slowest_delay_ns=0.48
export IMPL_p_leak_uw=0.000163
export IMPL_aoi_share_pct=18.8
export IMPL_warnings=25
export IMPL_worstSetupPathType="reg -> out"
export IMPL_pin_count=13
export IMPL_via_count=261
export IMPL_rrSetupSlack_ns=0.92
export IMPL_crit_path_end_kind="primary output"
export IMPL_hold_buffers=0
export IMPL_timing_final_crit_share_pct=79.1
export IMPL_setup_tns_ns=0
export IMPL_drt_total_wl_um=821
export IMPL_relSlewSlack_pct=80.2
export IMPL_cts_path_max_buffers=2
export IMPL_yosys_warnings=1
export IMPL_post_cts_buffers=0
export IMPL_critPathMaxFanout=2
export IMPL_place_congestion=0.765
export IMPL_grt_pass1_wl_um=1480
export IMPL_hold_viol=0
export IMPL_ir_worst_vdd_uv=433
export IMPL_cts_made_buffers=3
export IMPL_ys_top_logic_family="simple AND/OR/NAND/NOR gates"
-- synthesized netlist by cell type --
cell	number
o21ai_0	3
a21oi_1	2
nand2b_1	5
buf_6	2
dfxtp_1	6
nor3_1	1
a311oi_1	1
a31oi_1	3
nor2b_1	1
mux2_4	2
nor2_1	3
-- worst paths after layout --
path / from / end / depth (start not counted)
worst max-delay path: led[5] / led[5] / 1
worst min-delay path: led[0] / led[0] / 2
worst max register to register: led[3] / led[3] / 3
worst min register to register: led[0] / led[0] / 2
-- per-layer routing --
| metal | share of wire [%] | vias to the layer above | global-route usage (%) |
|---|---|---|---|
| met5 | 0 | - | 0 |
| li1 | - | 133 | - |
| met2 | 25 | 15 | 3.45 |
| met4 | 0 | 0 | 0.528 |
| met1 | 61 | 113 | 4.01 |
| met3 | 14 | 0 | 2.61 |
-- cells by family (layout without fill, tap and decap cells) --
logic type | count (synthesis) | after routing
compound gates | 9 | 9
buf+inv | 2 | 16
flops | 6 | 6
mux | 2 | 2
simple gates | 10 | 10
-- power breakdown --
part	leakage, uW	internal [uW]	switching, uW
combinational	0.0000992	38.6	20.6
clock	0.0000138	75.1	44.8
sequential	0.0000498	141	4.24
-- metrics by stage --
step | area [um^2] | setup slack [ns] | util [%] | hold WS (ns)
6_report | 464 | 0.377 | 13.6 | 0.561
5_1_grt | 464 | 0.314 | 13.6 | 0.644
4_1_cts | 464 | 0.371 | 13.6 | 0.573
3_5_place_dp | 442 | 0.164 | 12.9 | 0.558
3_3_place_gp | 442 | 0.193 | 12.9 | 0.559
2_1_floorplan | 279 | 0.760 | - | 0.436
-- layout make-up --
cell class / count / area (um^2)
fillers: 402 / 2950
multi-input cells: 21 / 136
repair buffers: 13 / 128
flip-flops and latches: 6 / 120
well taps: 46 / 57.6
clock buffers: 3 / 22.5
Power figures rest on the tool's default switching activity, not on a simulated workload.
